===== flow/run.sh =====
#!/bin/bash
# OpenROAD 26Q1-2900-gdf79404cd8, Yosys 0.63+post, stock flow scripts
make -C /OpenROAD-flow-scripts/flow DESIGN_CONFIG=/design/flow/config.mk WORK_HOME=/design/flow/orfs finish

===== flow/config.mk =====
export PLATFORM = sky130hd
export DESIGN_NAME = temp_sensor
export DESIGN_NICKNAME = temp_sensor
export VERILOG_FILES = /design/flow/design.v
export SDC_FILE = /design/flow/constraint.sdc
export NUM_CORES = 4
export LEC_CHECK = 1
export CORE_AREA = 10 10 80 80
export DIE_AREA = 0 0 90 90

===== flow/constraint.sdc =====
current_design temp_sensor

set clk_period 4.3
set clk_io_pct 0.2

create_clock -name clk0 -period $clk_period [get_ports {clk}]

set non_clock_inputs [all_inputs -no_clocks]
set_input_delay [expr $clk_period * $clk_io_pct] -clock clk0 $non_clock_inputs
set_output_delay [expr $clk_period * $clk_io_pct] -clock clk0 [all_outputs]

===== flow/design.v =====
interface apb_if (input pclk);
logic [31:0]  paddr;
logic [31:0]  pwdata;
logic [31:0]  prdata;
logic penable;
logic pwrite;
logic psel;
endinterface
interface myBus (input clk);
logic [7:0] data;
logic enable;
modport TB (input data, clk, output enable);
modport DUT (output data, input enable, clk);
endinterface
interface ms_if (input clk);
logic sready;  
logic rstn;  
logic [1:0] addr;  
logic [1:0] data;  
modport slave ( input addr, data, rstn, clk,
output sready) ;
modport master ( output addr, data,
input clk, sready, rstn);
endinterface
module F_to_C(clk, rstn, temp_in_F, celsius);
input [7:0] temp_in_F;
output reg [7:0] celsius;
input clk, rstn;
reg [7:0] sub = 0;
  reg [7:0] inter = 0;
  reg [7:0] ans = 0;
always @ *
begin
sub = temp_in_F - 32;   
ans = (sub>>>1) + (sub>>>4) - (sub>>>7);
end
always @ (posedge clk)
begin
if(!rstn)
begin
inter <= 0;
celsius <= 0;
end
else
begin
inter <= sub;
celsius <= ans;
end
end
endmodule
module temp_sensor(clk,rstn, sensorID, temp, output_state);
input [15:0] sensorID;
input clk, rstn;
input [7:0] temp;
output reg output_state;
wire [7:0] c_temp;
F_to_C F_to_C1(.clk(clk), .rstn(rstn), .temp_in_F(temp), .celsius(c_temp));
always @ (posedge clk)
if(!rstn)
  output_state <=0;
else
begin
  if (c_temp > 57)
      output_state <=1;
  else
      output_state <=0;
end
endmodule

==> flow_metrics.env <==
# flow metrics
export IMPL_via_per_inst=3.20
export IMPL_top_area_share_pct=24.5
export IMPL_maxSlewHeadroom_pct=80.7
export IMPL_yosysUniqueCellTypes=27
export IMPL_synth_area_leader_cell="ha_1"
export IMPL_syn_area_um2=663
export IMPL_drt_iter0_drc=14
export IMPL_crit_arrival_ns=3.73
export IMPL_final_cell_area_um2=886
export IMPL_dp_hpwl_mm=1.07
export IMPL_grt_overflow=0
export IMPL_cts_tree="built"
export IMPL_finalClockSkew_ns=0.00287
export IMPL_fmax_mhz=278
export IMPL_drv_slew=0
export IMPL_top_cell="inv_1"
export IMPL_cp_max_fo=7
export IMPL_min_from="F_to_C1.celsius[5]"
export IMPL_portBuffers=9
export IMPL_cts_made_buffers=3
export IMPL_ant_nets=0
export IMPL_p_int_w=0.000202
export IMPL_wl_per_cell_um=7.78
export IMPL_drc=0
export IMPL_numSynthFlops=8
export IMPL_hold_path_end="output_state"
export IMPL_seq_power_share_pct=32.3
export IMPL_critPathMaxStageDelay_ns=0.62
export IMPL_p_clk_share_pct=30.4
export IMPL_antenna_found_initial=0
export IMPL_die_w_um=90
export IMPL_detail_route_first_pass_iterations=3
export IMPL_clk_pin_slew_ns=0.04
export IMPL_yosys_warnings=2
export IMPL_die_h_um=90
export IMPL_p_leak_nw=0.403
export IMPL_fin_crit_sh_pct=83.6
export IMPL_grt_pass1_wl_mm=2.27
export IMPL_pin_count=27
export IMPL_wl_met1_um=630
export IMPL_status="finished, final reports clean"
export IMPL_grt_max_degree=9
export IMPL_cts_root_buffer="clkbuf_8"
export IMPL_met3_length_um=78
export IMPL_yosys_cells=77
export IMPL_maxCapViolCount=0
export IMPL_htree_levels=1
export IMPL_routed_wl_met2_um=512
export IMPL_switchingPower_w=0.0000826
export IMPL_finalSetupViolations=0
export IMPL_wirelength_mm=1.22
export IMPL_cts_max_path_buffers=2
export IMPL_slowest_stage="clkdlybuf4s50_1"
export IMPL_rr_endpoint="output_state"
export IMPL_first_global_vias=513
export IMPL_crit_chain="clkdlybuf4s50_1, inv_1, ha_1, xor2_1, ha_1, inv_1, ha_1, inv_1, fa_1, and2b_1, o221ai_2, nand3_1, nor3b_1"
export IMPL_irDropWorstVdd_v=0.0000898
export IMPL_crit_path_end_kind="flop"
export IMPL_place_congestion=0.819
export IMPL_cts_hold_buffers_added=0
export IMPL_avgSynthCellArea_um2=8.61
export IMPL_syn_inst=77
export IMPL_rr_startpoint="F_to_C1.celsius[2]"
export IMPL_vias=502
export IMPL_initial_core_util_pct=14.0
export IMPL_post_cts_buffers=0
export IMPL_min_period_ns=3.59
export IMPL_hp_class="reg -> reg"
export IMPL_row_count=25
export IMPL_yosys_area_um2=663
export IMPL_top_layer="met3"
export IMPL_cts_num_sinks=8
export IMPL_r2r_slack_ns=3.62
export IMPL_edf_count=0
export IMPL_drive_gt1_share_pct=6.67
export IMPL_placed_cell_area_um2=845
export IMPL_dieArea_um2=8100
export IMPL_postSynth_asyncResetShare_pct=0
export IMPL_setup_tns_ns=0
export IMPL_reg2reg_depth=2
export IMPL_max_slew_worst_pin_slew_ns=0.288
export IMPL_core_um2=4720
export IMPL_crit_type="in -> reg"
export IMPL_rsz0062_at_grt="false"
export IMPL_hold_viol=0
export IMPL_diodes=0
export IMPL_powerDensity_nw_per_um2=321
export IMPL_warnings=46
export IMPL_area_growth_syn_to_layout_pct=33.6
export IMPL_synth_seq_share_pct=24.2
export IMPL_ctsResizeCount=0
export IMPL_worstHoldPathCells=2
export IMPL_required_ns=4.43
export IMPL_switching_share_pct=29.1
export IMPL_ff_type="dfxtp_1"
export IMPL_grt_usage_pct=3.26
export IMPL_topCellsByArea="ha_1, dfxtp_1, inv_1"
export IMPL_comb_power_share_pct=37.3
export IMPL_startpoint_type="primary input"
export IMPL_clock_latency_ns=0.22
export IMPL_yosys_top_cells_count="inv_1, ha_1, dfxtp_1"
cell type report:
cell class	instances	area, um^2
Tap cell	67	83.8
Timing Repair Buffer	10	97.6
Multi-Input combinational cell	53	443
Sequential cell	8	160
Clock buffer	3	41.3
Fill cell	534	3840
Inverter	16	60.1
power groups by stage:
stage	logic, W	clock network [W]	registers, W
4_1_cts	0.000107	0.0000891	0.0000921
5_1_grt	0.000123	0.0000938	0.0000932
6_report	0.000106	0.0000863	0.0000919
worst max-delay path, delay by kind of cell:
family          cells  cell delay [ns]
compound gates      1             0.13
buf+inv             4             0.86
xor+xnor            1             0.26
fa+ha+maj           4             1.04
simple gates        3             0.57
how the worst max path moves through the flow:
stage | endpoint | cells after the start | slack [ns] | startpoint
4_1_cts | F_to_C1.celsius[6] | 13 | 0.68 | temp[5]
5_1_grt | F_to_C1.celsius[6] | 13 | 0.50 | temp[5]
6_report | F_to_C1.celsius[6] | 13 | 0.71 | temp[5]
sequential cells by signal, summed over array words and instances, names as in the netlist:
register	flops
output_state	1
F_to_C1.celsius	7
per-stage QoR:
| stage | instances | total power (W) | hold slack, ns | utilization (%) | worst slack (ns) |
|---|---|---|---|---|---|
| floorplan | 77 | 0.000171 | 0.442 | - | 1.36 |
| global placement | 154 | 0.000199 | 0.467 | 17.9 | 0.453 |
| detailed placement | 154 | 0.000199 | 0.469 | 17.9 | 0.467 |
| CTS | 157 | 0.000288 | 0.480 | 18.8 | 0.678 |
| global route | 157 | 0.000310 | 0.495 | 18.8 | 0.497 |
| finish | 157 | 0.000284 | 0.473 | 18.8 | 0.707 |
cells by family (layout without fill, tap and decap cells):
family	Yosys count	in the layout	synth area share [%]
muxes	1	1	1.51
and+or+nand+nor	17	17	13.8
buffers and inverters	16	29	9.06
DFF	8	8	24.2
AOI/OAI and AO/OA	17	17	18.7
xor gates and xnor gates	4	4	5.28
adders and majority gates	14	14	27.5
cell usage in the layout (no fill, tap or decap), types with 2 or more instances in the layout:
master / n
xnor2_1: 2
dfxtp_1: 8
clkbuf_8: 3
o21a_1: 4
xor2_1: 2
a21oi_1: 5
inv_1: 16
ha_1: 13
nor3_1: 4
nor2_1: 5
clkdlybuf4s50_1: 9
layer usage:
metal  global-route usage [%]  vias up
met5                        0        -
met4                    0.531        0
met3                     1.51        0
met2                     4.78        8
met1                     4.36      209
li1                         -      285
Power figures rest on the tool's default switching activity, not on a simulated workload.
