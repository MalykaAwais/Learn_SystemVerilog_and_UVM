--- /design/flow/config.mk ---
export PLATFORM = sky130hd
export DESIGN_NAME = Age_Adaptive_Learning_Sensor_new
export DESIGN_NICKNAME = Age_Adaptive_Learning_Sensor_new
export VERILOG_FILES = /design/flow/design.v
export SDC_FILE = /design/flow/constraint.sdc
export NUM_CORES = 4
export LEC_CHECK = 1
export CORE_AREA = 10 10 101 101
export DIE_AREA = 0 0 111 111
--- /design/flow/constraint.sdc ---
current_design Age_Adaptive_Learning_Sensor_new

set clk_period 6.2
set clk_io_pct 0.2

create_clock -name clk0 -period $clk_period [get_ports {clk}]

set non_clock_inputs [all_inputs -no_clocks]
set_input_delay [expr $clk_period * $clk_io_pct] -clock clk0 $non_clock_inputs
set_output_delay [expr $clk_period * $clk_io_pct] -clock clk0 [all_outputs]
--- /design/flow/design.v ---
interface apb_if (input pclk);
logic [31:0]  paddr;
logic [31:0]  pwdata;
logic [31:0]  prdata;
logic penable;
logic pwrite;
logic psel;
endinterface
interface myBus (input clk);
logic [7:0] data;
logic enable;
modport TB (input data, clk, output enable);
modport DUT (output data, input enable, clk);
endinterface
interface ms_if (input clk);
logic sready;  
logic rstn;  
logic [1:0] addr;  
logic [1:0] data;  
modport slave ( input addr, data, rstn, clk,
output sready) ;
modport master ( output addr, data,
input clk, sready, rstn);
endinterface
module Age_Adaptive_Learning_Sensor_new (clk, rstn, age_group, correct_answer, operandd_a,operandd_b,operatorr);
  input clk,rstn;
  input age_group;
  output reg signed [7:0] correct_answer;
  output [3:0] operandd_a;	
  output [3:0] operandd_b;
  output [1:0] operatorr;  
reg signed [7:0] temp;
LFSR_v4_new obj (clk, rstn, operandd_a, operandd_b, operatorr);
  always @(posedge clk) begin
    if (!rstn) begin
      correct_answer <= 0;
    end 
    else begin
		correct_answer <= temp;
  end
end
always@(age_group, operatorr, operandd_a, operandd_b)
begin
	case (age_group)
	0: 
	begin  
	if((operandd_a[3] == 1 && (operandd_a[2:0] == 3'b001 || operandd_a[2:0] == 3'b000))&&(operandd_b[3] == 1 && (operandd_b[2:0] == 3'b001 || operandd_b[2:0] == 3'b000)))
	begin
		if(operatorr == 1)
		temp = operandd_a + operandd_b;
		else if (operatorr==2)
		temp = operandd_a - operandd_b; 
		else
		temp = operandd_a + operandd_b;
	end
	else if (operandd_a[3] == 1 && (operandd_a[2:0] == 3'b001 || operandd_a[2:0] == 3'b000))
	begin
		if(operatorr == 1)
		temp = operandd_a + operandd_b[2:0];
		else if (operatorr==2)
		temp = operandd_a - operandd_b[2:0]; 
		else
		temp = operandd_a + operandd_b[2:0];
    end
	else if (operandd_b[3] == 1 && (operandd_b[2:0] == 3'b001 || operandd_b[2:0] == 3'b000))
	begin
		if(operatorr == 1)
		temp = operandd_a[2:0] + operandd_b;
		else if (operatorr==2)
		temp = operandd_a[2:0] - operandd_b; 
		else
		temp = operandd_a[2:0] + operandd_b;
	end
	else
	begin
		if(operatorr == 1)
		temp = operandd_a[2:0] + operandd_b[2:0];
		else if (operatorr==2)
		temp = operandd_a[2:0] - operandd_b[2:0];  
		else
		temp = operandd_a[2:0] + operandd_b[2:0];
	end
	end
	1: begin  
		if(operatorr == 1)
			temp = operandd_a + operandd_b;
		else if(operatorr == 2)
			temp = operandd_a - operandd_b;
		else
			temp = operandd_a * operandd_b;
	end
	default: temp = 0;
  endcase
end
endmodule
module LFSR_v4_new (clk, rstn, random_number1, random_number2, random_number3);
  input clk, rstn;
  output reg [3:0] random_number1;
  output reg [3:0] random_number2;
  output reg [1:0] random_number3;
  reg [3:0] lfsr1;
  reg [3:0] lfsr2;
  reg [1:0] lfsr3;
always @(posedge clk) 
begin
if (!rstn)
begin
      lfsr1 <= 4'b0001;  
      lfsr2 <= 4'b0010;
      lfsr3 <= 2'b01;
	  random_number1 <= 0;
	 random_number2 <= 0;
	 random_number3 <= 0;
end
else
begin
lfsr1 <= {lfsr1, lfsr1[3] ^ lfsr1[2]}; 
lfsr2 <= {lfsr2, lfsr2[3] ^ lfsr2[2]};  
lfsr3 <= {lfsr3, lfsr3[1] ^ lfsr3[0]};  
	random_number1 <= lfsr1;
	random_number2 <= lfsr2;
	random_number3 <= lfsr3;
end
end
endmodule 
--- /design/flow/run.sh ---
#!/bin/bash
# OpenROAD 26Q1-2900-gdf79404cd8, Yosys 0.63+post, stock flow scripts
make -C /OpenROAD-flow-scripts/flow DESIGN_CONFIG=/design/flow/config.mk WORK_HOME=/design/flow/orfs finish
==> job_summary.md <==
## Implementation flow summary

| Metric | Value |
|---|---|
| Slew HR | `0.519` |
| CTS H-tree lvls | `1` |
| Die width | `111 um` |
| Crit path top cell by count | `fa_1` |
| Max Cap Violations | `0` |
| DR iter-0 viols | `93` |
| Postcts setup bufs | `0` |
| Post-cts resize count | `0` |
| Clock latency on the worst-skew pair | `about 0.27 ns` |
| CP Launch Type | `flip-flop` |
| Yosys cell types | `44` |
| Post-synth ARST share | `0` |
| Fill count | `856` |
| Post-CTS Hold Buffers | `0` |
| Clk sinks | `22` |
| Final Hold Viols | `0` |
| CP max stage cell | `dfxtp_1` |
| Number of buffers and inverters on the critical path | `1` |
| Num CTS Buffers | `3` |
| Clock period minus final worst setup slack | `3.08 ns` |
| Tool warnings | `29` |
| Worst path arrival time | `3.24 ns` |
| Clock Tree Buf Depth | `2` |
| Remaining DRCs | `0` |
| Outcome | `finished, final reports clean` |
| Layout cells sized above 1 | `0.0667` |
| Grt total ovfl | `0` |
| CP cell instances | `nand2_1, fa_1, inv_1, fa_1, fa_1, a21o_1, a21oi_1, xor2_1, nor2_1, o21a_1` |
| Die Span Y | `111 um` |
| Final HPWL from detailed placement | `2.97 mm` |
| Post-Route WL | `3.87 mm` |
| RSZ-0062 raised after global routing | `false` |
| Vias in the first global route | `roughly 1,200` |
| Core area | `0.00813 mm^2` |
| Mapped cell area | `0.00166 mm^2` |
| I/O pin count | `21` |
| Iteration tally of the first detailed-router pass | `4` |
| Mapped Cells | `182` |
| Hold Path Origin | `obj.lfsr2[1]` |
| EDFF count, synth | `0` |
| Largest net degree at the start of global routing | `23` |
| Worst VDD drop | `0.0869 mV` |
| RD Place Congestion | `0.883` |
| Total GRT Usage | `0.0631` |
| CTS Root Buffer Type | `clkbuf_8` |
| Worst Skew | `0.00935 ns` |
| Wire per inst | `12.9 um` |
| Post-detailed-route count of antenna-violating nets | `0` |
| CTS tree | `yes` |
| Antenna cells | `0` |
| FP Rows | `33` |
| Count of input and output buffers | `20` |
| Initial antenna violation count | `0` |
| Crit path DRT | `~6.4 ns` |
| Clock-pin slew of the registers on the worst-case setup and hold paths | `~0.08 ns` |
| Most frequent cells in the layout | `ha_1 (22), dfxtp_1 (22), clkdlybuf4s50_1 (20)` |
| Worst slew pin tran | `between 0.7 and 0.8 ns` |
| Routed vias | `approximately 1,300` |
| CP startpoint | `obj.random_number1[1]` |
| Dominant Register Cell | `dfxtp_1` |
| Setup TNS | `0 ns` |
| Reg2reg start | `obj.random_number1[1]` |
| Global-route wire length before repair | `about 6.6 mm` |
| Seq share, synth | `0.265` |
| Peak Freq | `325 MHz` |
| WHS | `~0.44 ns` |
| Synthesized flop and latch total | `22` |
| Syn. warnings | `2` |
| Crit-path max FO | `9` |
| CP Class | `reg -> reg` |
| Final setup vio count | `0` |
| Yosys cell count | `roughly 180` |
| Final period utilization | `0.496` |
| Crit. End Element | `flip-flop` |
| Chip area in the Yosys report | `roughly 0.0017 mm^2` |
| CP max stage delay | `0.55 ns` |
| PD cells | `190 mW/mm^2` |
| Layout Utilization | `0.245` |
| Final Max Tran Viols | `0` |
| Leak | `around 0.90 nW` |
| Pre-Place Util | `0.205` |
| Synthesis-to-finish area growth | `19.7%` |
| Die Footprint | `roughly 0.012 mm^2` |
| Syn avg cell area | `9.14 um^2` |
| CP top delay family | `adder cells` |
| Worst Hold Class | `reg -> reg` |
| Vias per Instance | `approximately 4.2` |
-- metal layers --
layer / global-route usage / vias up / wire length (um)
li1: - / 644 / -
met3: 0.0192 / 2 / 233
met2: 0.0963 / 24 / 1770
met4: 0.00608 / 0 / 25
met5: 0 / - / 0
met1: 0.0886 / 591 / 1840
-- Yosys cell counts (2+ instances only) --
cell type / count / area [um^2]
a211o_1: 2 / 17.5
a21o_1: 3 / 22.5
a21oi_1: 9 / 45.0
a21oi_4: 2 / 32.5
and2_1: 17 / 106
buf_4: 7 / 52.6
clkbuf_1: 3 / 11.3
dfxtp_1: 22 / 440
fa_1: 6 / 120
ha_1: 22 / 275
inv_1: 12 / 45.0
nand2_1: 14 / 52.6
nand2b_1: 7 / 43.8
nand3_1: 4 / 20.0
nor2_1: 10 / 37.5
nor3b_1: 2 / 15.0
o211a_1: 2 / 20.0
o21a_1: 3 / 22.5
o21ai_0: 4 / 20.0
o21ai_1: 2 / 10.0
o22ai_1: 2 / 12.5
xnor2_1: 2 / 17.5
xor2_1: 4 / 35.0
-- report_power, final --
group          total [W]  switching [W]  internal (W)
registers       0.000162     0.00000995      0.000152
clock network   0.000140      0.0000539     0.0000863
logic          0.0000757      0.0000368     0.0000388
total           0.000378       0.000101      0.000277
-- registers in the layout (all words and copies together) (netlist names) --
signal / count
obj.random_number1: 4
obj.lfsr3: 1
obj.random_number3: 2
obj.lfsr2: 3
correct_answer: 8
obj.lfsr1: 1
obj.random_number2: 3
-- worst paths after layout --
path,end,slack (ns),cells after the start
min reg2reg,obj.lfsr2[2],0.44,1
max,correct_answer[6],3.12,10
min,obj.lfsr2[2],0.44,1
max reg2reg,correct_answer[6],3.12,10
-- stage by stage --
step	instance area (um^2)	std cells	total power [W]	setup WS, ns
6_report	1990	300	0.000378	3.12
5_1_grt	1990	300	0.000400	2.87
4_1_cts	1990	300	0.000383	3.09
3_5_place_dp	1920	296	0.000240	3.12
3_3_place_gp	1920	296	0.000241	3.17
2_1_floorplan	1660	182	0.000214	3.29
-- final cells by class --
| type | instances | area, um^2 | area share |
|---|---|---|---|
| Tap cell | 105 | 131 | 0.0660 |
| Inverter | 12 | 45.0 | 0.0226 |
| Clock inverter | 1 | 30.0 | 0.0151 |
| Timing Repair Buffer | 20 | 200 | 0.101 |
| Multi-Input combinational cell | 137 | 1100 | 0.554 |
| Clock buffer | 3 | 41.3 | 0.0207 |
| Sequential cell | 22 | 440 | 0.221 |
-- cells by family after synthesis --
family,Yosys count,synth area share
AND-OR/OR-AND,40,0.180
XOR/XNOR,6,0.0316
adder cells (fa/ha/maj),28,0.238
buffers and inverters,23,0.0722
flip-flops,22,0.265
multiplexers,1,0.00602
AND/OR/NAND/NOR,62,0.208
Power figures rest on the tool's default switching activity, not on a simulated workload.
