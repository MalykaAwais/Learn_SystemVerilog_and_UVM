## flow/config.mk

```make
export PLATFORM = sky130hd
export DESIGN_NAME = Elevator_Controller
export DESIGN_NICKNAME = Elevator_Controller
export VERILOG_FILES = /design/flow/design.v
export SDC_FILE = /design/flow/constraint.sdc
export NUM_CORES = 4
export LEC_CHECK = 1
export CORE_UTILIZATION = 30
```

## flow/design.v

```verilog
interface apb_if (input pclk);
logic [31:0]  paddr;
logic [31:0]  pwdata;
logic [31:0]  prdata;
logic penable;
logic pwrite;
logic psel;
endinterface
interface myBus (input clk);
logic [7:0] data;
logic enable;
modport TB (input data, clk, output enable);
modport DUT (output data, input enable, clk);
endinterface
interface ms_if (input clk);
logic sready;  
logic rstn;  
logic [1:0] addr;  
logic [1:0] data;  
modport slave ( input addr, data, rstn, clk,
output sready) ;
modport master ( output addr, data,
input clk, sready, rstn);
endinterface
module FSM_Elevator_Controller (clk, rstn,passengers_waiting, floor_no_request,current_floor, elevator_direction, door_open_signal,
door_closed_signal,
floor_reached_signal,
passengers_present
);
  input clk, rstn;
  input passengers_waiting;      
  input [3:0] floor_no_request;  
  input [3:0] current_floor;     
  output reg [1:0] elevator_direction;  
  output reg door_open_signal;
  output reg door_closed_signal;
  output reg floor_reached_signal;
  output reg passengers_present;    
  parameter IDLE = 6'b000001;
  parameter DOOR_OPEN = 6'b000010;
  parameter MOVING_UPWARDS = 6'b000100;
  parameter MOVING_DOWNWARDS = 6'b001000;
  parameter FLOOR_REACHED = 6'b010000;
  parameter PASSENGERS_EVACUATE = 6'b100000;
  reg [5:0] current_state;
  reg [2:0] next_state;
  always @(*) begin
    case (current_state)
      IDLE:
        begin
          elevator_direction = 0;   
          door_open_signal = 0;
          door_closed_signal = 1;
          floor_reached_signal = 0;
          passengers_present = 0;
        end
      DOOR_OPEN:
        begin
          elevator_direction = 0;
          door_open_signal = 1;
          door_closed_signal = 0;
          floor_reached_signal = 0;
          passengers_present = 0;        
        end
      MOVING_UPWARDS:
        begin
          elevator_direction = 2;
          door_open_signal = 0;
          door_closed_signal = 1;
          floor_reached_signal = 0;
          passengers_present = 1;
        end
      MOVING_DOWNWARDS:
        begin
          elevator_direction = 1;
          door_open_signal = 0;
          door_closed_signal = 1;
          floor_reached_signal = 0;
          passengers_present = 1;
        end
      FLOOR_REACHED:
        begin
          elevator_direction = 0;
          door_open_signal = 0;
          door_closed_signal = 1;
          floor_reached_signal = 1;
          passengers_present = 1;
        end
      PASSENGERS_EVACUATE:
        begin
          elevator_direction = 0;
          door_open_signal = 1;
          door_closed_signal = 0;
          floor_reached_signal = 0;
          passengers_present = 1;
        end
    endcase
  end
  always @(*) begin
    case (current_state)
      IDLE:				 
        if (passengers_waiting)
	begin 
	next_state = DOOR_OPEN;		 
        end
	else
	next_state = IDLE;
      DOOR_OPEN:
	if (current_floor < floor_no_request)
          	next_state = MOVING_UPWARDS;
		else if (current_floor > floor_no_request)
		next_state = MOVING_DOWNWARDS;
		else
		next_state = IDLE;
      MOVING_UPWARDS:
        if (current_floor == floor_no_request)
          next_state = FLOOR_REACHED;
        else
          next_state = MOVING_UPWARDS;
      MOVING_DOWNWARDS:
        if (current_floor == floor_no_request)
          next_state = FLOOR_REACHED;
        else
          next_state = MOVING_DOWNWARDS;
      FLOOR_REACHED:
        if (current_floor == floor_no_request)
          next_state = PASSENGERS_EVACUATE;
        else
          next_state = IDLE;
PASSENGERS_EVACUATE:
if((passengers_waiting) && (floor_no_request!=current_floor))
next_state = DOOR_OPEN;
else
next_state = IDLE;
    endcase
  end
always @(posedge clk) begin
if(!rstn)
    current_state <=IDLE;
else
    current_state <= next_state;
end
endmodule
module Elevator_Controller(clk, rstn, no_of_passengers, req1, req2, req3, req4, req5, req6, next_floor, elevator_direction, door_open_signal,
door_closed_signal,
floor_reached_signal,
passengers_present);
input clk, rstn;
input [2:0] req1, req2, req3, req4, req5, req6;
input [2:0] no_of_passengers;
output reg [2:0] next_floor; 
output [1:0] elevator_direction;  
  output door_open_signal;
  output door_closed_signal;
  output floor_reached_signal;
  output passengers_present;   
reg signed [2:0] temp,d1,d2,d3,d4,d5,d6;
reg [3:0] current_floor;
wire passengers_waiting;
reg [3:0] f_req;
always @ (posedge clk)
begin 
if(!rstn)
begin
next_floor <=0;
current_floor <=0;
end
else
begin
next_floor <= f_req;
current_floor <= next_floor;
end
end
assign passengers_waiting = (no_of_passengers >0 && no_of_passengers <7) ? 1 : 0;
always @* begin
d1 = current_floor-req1;   
d1 = (d1 < 0) ? -$signed(d1) : d1;
if(d1 == 0)
temp=temp;
else
temp = d1;
 d2 = current_floor-req2;
d2 = (d2 < 0) ? -$signed(d2) : d2;
 d3 = current_floor-req3;
d3 = (d3 < 0) ? -$signed(d3) : d3;
 d4 = current_floor-req4;
d4 = (d4 < 0) ? -$signed(d4) : d4;
 d5 = current_floor-req5;
d5 = (d5 < 0) ? -$signed(d5) : d5;
 d6 = current_floor-req6;
d6 = (d6 < 0) ? -$signed(d6) : d6;
    if (d2 <=temp && d2!=0)   
      temp = req2;
    else if (d3 <=temp && d3!=0)   
      temp = req3;
    else if (d4 <=temp && d4!=0)   
      temp = req4;
    else if (d5 <=temp && d5!=0)   
      temp = req5;
    else if (d6 <= temp && d6!=0)   
      temp = req6;
	else
	f_req = temp;
f_req = temp;
end
FSM_Elevator_Controller uut5(.clk(clk), .rstn(rstn),.passengers_waiting(passengers_waiting), .floor_no_request(f_req),.current_floor(current_floor), .elevator_direction(elevator_direction),
.door_open_signal(door_open_signal),
.door_closed_signal(door_closed_signal),
.floor_reached_signal(floor_reached_signal),
.passengers_present(passengers_present));
endmodule
```

## flow/run.sh

```bash
#!/bin/bash
# OpenROAD 26Q1-2900-gdf79404cd8, Yosys 0.63+post, stock flow scripts
make -C /OpenROAD-flow-scripts/flow DESIGN_CONFIG=/design/flow/config.mk WORK_HOME=/design/flow/orfs finish
```

## flow/constraint.sdc

```tcl
current_design Elevator_Controller

set clk_period 4.7
set clk_io_pct 0.2

create_clock -name clk0 -period $clk_period [get_ports {clk}]

set non_clock_inputs [all_inputs -no_clocks]
set_input_delay [expr $clk_period * $clk_io_pct] -clock clk0 $non_clock_inputs
set_output_delay [expr $clk_period * $clk_io_pct] -clock clk0 [all_outputs]
```

==> reports/metrics.cfg <==
[synthesis]
yosysUniqueCellTypes = 64
ys_area_sq_um = 1970
synth_warnings = 23
syn_area_per_cell_sq_um = 9.36
post-synth-top-count-cell = ha_1
top_cells_by_count = ha_1, inv_1, nor2_1
netlist_instances = 211
synth-cells-yosys = 211
top_cell_area_share_pct = 18.4
top_cells_by_area = ha_1, dfxtp_1, dlxtn_1, fa_1, inv_1
ys.flops = 18
synth-main-ff-cell = dlxtn_1
synth_top_cell_by_area = ha_1
async_flop_share_pct = 0
syn_area_sq_um = 1970
synth-edff-count = 0

[place]
pre_cts_slack_ps = 47.5
io_buffers = 29
place.gp.congestion = 0.809
dp_hpwl_microns = 3430

[sta]
unclocked_pins = 9
grt_setup_unrepaired = no
clock.fmax_ghz = 0.228
slew_headroom_pct = 56.0
setup_ws_ps = 318
hold_viol_final = 0
worst_pin_slew_ps = 659
fin_skew_ps = 2.53
untimed_endpoints = 13
final_max_slew_viol_count = 0
period_needed_ps = 4380
setup_viol = 0
tns_ps = 0
finalClockPeriodUsage_pct = 93.2

[cts]
clkTransAtPathRegs_ps = 40
cts_root_buffer = clkbuf_8
htreeDepth = 1
clk_latency_ps = 230
clockBufferDepth = 2
cts_tree = yes
numCtsBuffers = 3
cts_resized = 0
holdBufCountCts = 0
post_cts_buffers = 0

[power_and_ir_drop]
seqPwrFrac_pct = 8.8
switchingPower_mw = 0.760
internal-power_mw = 0.881
peakVddDrop_mv = 0.254
p_comb_share_pct = 85.9
static-leakage-power_nw = 1.13
swShare_pct = 46.3
p_clk_share_pct = 5.3
p_per_area_nw_per_um2 = 679

[detailed_routing]
viasPerCell = 4.89
detail_route.wl_per_cell_microns = 12.6
num_vias = 1583
drt_wl_total_microns = 4090
first_iter_violations = 44
dr.pass1.iters = 4
diodes = 0
ant_nets = 0
drc = 0

[worst_setup_path]
max_stage_delay_ps = 410
crit_chain = clkdlybuf4s50_1 > ha_1 > fa_1 > xor3_1 > a311oi_1 > a21o_1 > ha_1 > and2b_2 > o311a_2 > a2111oi_0 > mux2i_1 > a31oi_1 > nor2_1
slowest_stage = clkdlybuf4s50_1
r2r_slack_ps = 920
end_kind = flop
cp-start-kind = primary input
crit_fanout = 6
required_ps = 4810
cpMostUsedCell = ha_1
startpoint = req1[0]
cp.arrival_ps = 4490
crit_type = primary input to flop
timing.rr.start = current_floor[0]

[layout]
drive_gt1_share_pct = 12.1
n_fill_cell = 644
area_growth_pct = 22.5

[floorplan]
coreArea_sq_um = 6350
die_h_microns = 83.1
die-area_sq_um = 6910
num_io_pins = 32
initCoreUtil_pct = 31.1
die_w_microns = 83.1
num_rows = 29

[hold_path]
hp-start = next_floor[0]
hp-class = flop to flop

[global_route]
overflow = 0
grt_pass1_wl_microns = 7080
first_global_vias = 1521
grt_max_degree = 14
track_usage_pct = 12.6
antenna_found_initial = 0

[job]
stage_log_warnings = 26
cap_violations = 0

[status]
status = finished clean

## worst max-delay path, delay by kind of cell
| family | cells | cell delay, ps |
|---|---|---|
| xor gates and xnor gates | 1 | 270 |
| buffers and inverters | 1 | 410 |
| and+or+nand+nor | 2 | 260 |
| muxes | 1 | 160 |
| adders and majority gates | 3 | 850 |
| AOI/OAI and AO/OA | 5 | 1590 |
## through the flow
| stage | instance area, sq um | instances | power, mW | hold WS, ps | utilization (%) |
|---|---|---|---|---|---|
| 3_3_place_gp | 2370 | 320 | 1.54 | 454 | 37.4 |
| 4_1_cts | 2420 | 324 | 1.64 | 453 | 38.1 |
| 2_1_floorplan | 1980 | 212 | 1.22 | 412 | - |
| 3_5_place_dp | 2370 | 320 | 1.55 | 450 | 37.4 |
| 6_report | 2420 | 324 | 1.64 | 453 | 38.1 |
| 5_1_grt | 2420 | 324 | 1.83 | 488 | 38.1 |
## power by group through the flow
stage,registers (mW),clock network [mW],logic [mW]
4_1_cts,0.145,0.0908,1.41
5_1_grt,0.148,0.0969,1.58
6_report,0.144,0.0874,1.41
## layout make-up
class / count / area (sq um) / area share, %
Tap cell: 77 / 96.3 / 3.98
Timing Repair Buffer: 35 / 335 / 13.9
Clock buffer: 4 / 45.0 / 1.86
Inverter: 20 / 75.1 / 3.10
Multi-Input combinational cell: 170 / 1550 / 64.1
Sequential cell: 18 / 315 / 13.0
## cells in the final DEF, fill, tap and decap left out, types with 4 or more instances in the layout
| cell | count |
|---|---|
| mux2i_1 | 5 |
| inv_1 | 20 |
| o21ai_0 | 8 |
| nor2b_1 | 5 |
| ha_1 | 29 |
| a21oi_1 | 4 |
| dlxtn_1 | 9 |
| dfxtp_1 | 9 |
| nand2_1 | 14 |
| buf_4 | 6 |
| and2_1 | 10 |
| nor2_1 | 15 |
| mux2_4 | 4 |
| clkdlybuf4s50_1 | 29 |
| fa_1 | 6 |
## metal layers
metal  track usage, %  share of wire, %
met4            0.313                 0
met2             20.0                43
met1             20.0                54
met3             1.21               2.5
met5                0                 0
## sequential cells by signal (all words and copies together), names as in the netlist
name and flops:
current_floor 3, next_floor 3, temp 3, uut5.current_state 3, uut5.next_state 3, uut5.door_closed_signal 1, uut5.door_open_signal 1, uut5.elevator_direction 1
## final timing paths
path / endpoint / depth (start not counted)
max: next_floor[1] / 13
max reg2reg: next_floor[1] / 13
min: current_floor[0] / 1
min reg2reg: current_floor[0] / 1
## cell families after synthesis
| family | count (synthesis) | synth area share [%] |
|---|---|---|
| latches | 9 | 6.84 |
| xor+xnor | 11 | 9.38 |
| simple gates | 69 | 19.3 |
| mux | 9 | 5.58 |
| flops | 9 | 9.13 |
| compound gates | 44 | 19.5 |
| fa+ha+maj | 35 | 24.5 |
| other cells | 1 | 0.190 |
| buf+inv | 24 | 5.64 |
Power figures rest on the tool's default switching activity, not on a simulated workload.
